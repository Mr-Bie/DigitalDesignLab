`run.sh`:
```
#!/bin/bash
# OpenROAD 26Q1-2900-gdf79404cd8, Yosys 0.63+post, stock flow scripts
make -C /OpenROAD-flow-scripts/flow DESIGN_CONFIG=/design/flow/config.mk WORK_HOME=/design/flow/orfs finish
```
`config.mk`:
```
export PLATFORM = sky130hd
export DESIGN_NAME = mux2_64bit
export DESIGN_NICKNAME = mux2_64bit
export VERILOG_FILES = /design/flow/design.v
export SDC_FILE = /design/flow/constraint.sdc
export NUM_CORES = 4
export LEC_CHECK = 1
export CORE_AREA = 10 10 83 83
export DIE_AREA = 0 0 93 93
export SYNTH_HDL_FRONTEND = slang
```
`constraint.sdc`:
```
current_design mux2_64bit

set clk_period 1.0
set clk_io_pct 0.2

create_clock -name clk0 -period $clk_period

set non_clock_inputs [all_inputs -no_clocks]
set_input_delay [expr $clk_period * $clk_io_pct] -clock clk0 $non_clock_inputs
set_output_delay [expr $clk_period * $clk_io_pct] -clock clk0 [all_outputs]
```
`design.v`:
```
module mux2_64bit (x,y,s,z);
input [0:63]x,y;
input s;
output reg [0:63]z;
always @(x, y, s)
begin
z = x;
if (s == 1)
z = y;
end
endmodule;
```
==> flow_summary.toml <==
# physical design summary
[drt]
wirelength_mm = 7.015
via_per_inst = 3.958
drtPass1Iterations = 2
num_vias = 1401
wl_per_cell_um = 19.82
drtIter0Drc = 11
ant_nets = 0
remaining_drc_errors = 0

[cells_and_area]
final_area_um2 = 3311
instances_no_fill = 354
seq_cells = 0
regArea_um2 = 0
final_core_util_pct = 64.41
clkbuf_count = 0
drive_above_1_share_pct = 54.77
syn2layout_area_growth_pct = 207.3
n_fill_cell = 480

[run]
warning_count = 35
cap_violations = 0

[yosys]
topCellsByArea = "mux2_4, buf_12, mux2_2, buf_6"
synth_area_um2 = 1077
yosys.area.top_type_share_pct = 83.62
yosys.stat.seqShare_pct = 0
ys_cells = 71
ys_types = 4
largest_area_cell = "mux2_4"
ys_chip_area_um2 = 1077
top_cells_by_count = "mux2_4, buf_12, mux2_2"
most_common_cell = "mux2_4"
synth_warnings = 0
syn_inst = 71
syn_area_per_cell_um2 = 15.17

[worst_setup_path]
crit_fanout = 7
path_buffers = 4
critPathSlowestCell = "mux2_4"
worstPathCellList = "buf_16, buf_16, buf_12, mux2_4, buf_6"
max_stage_delay_ns = 0.30
critPathKind = "in2out"
cp.arrival_ns = 1.01
start_kind = "input pin"
critPathCaptureType = "output port"
required_ns = 0.80
critPathTopFamily = "buffers and inverters"
crit_top_cell = "buf_16"

[floorplan]
chipArea_um2 = 8649
die_x_um = 93
fp_util_pct = 20.96
die_h_um = 93
boundaryPins = 193
core_area_um2 = 5140
rows = 26

[sta]
clock.fmax_ghz = 0.8281
rsz0062_at_grt = "yes"
fin_ws_ns = -0.2075
finalCriticalPeriod_ns = 1.208
hold_ws_ns = 0.6929
finalSetupViolCount = 64
drv_slew = 0
tightest_slew_ns = 0.09514
hold_violations = 0
slew_headroom_pct = 93.66
fin_crit_sh_pct = 120.8
setup_tns_ns = -8.341

[outcome]
outcome = "finished, violations left"
failed_checks = "negative setup slack"

[global_routing]
grt_max_degree = 8
antenna_found_initial = 1
grt_use_total_pct = 15.08
first_global_vias = 1582
grt_pass1_wl_mm = 10.04
grt-ovfl-total = 0

[min_path]
min_path_type = "in2out"

[placement]
place_hpwl_mm = 6.118
gp_congestion = 0.8201
pre_cts_ws_ns = -0.5446
dpl_cell_area_um2 = 3038
dp_cells = 332
port_buffers = 193

[pwr]
p_per_area_nw_per_um2 = 415.0
p_leak_nw = 1.750
peakVddDrop_uv = 218.0
power.total_mw = 1.374
## logic make-up (layout without fill, tap and decap cells)
logic type / after synthesis / after routing / share of synthesized area [%]
mux: 64 / 64 / 87.80
buf+inv: 7 / 219 / 12.20
other cells: 0 / 1 / 0
## cells in the final DEF, fill, tap and decap left out
cell type        netlist  final
dlygate4sd2_1          0     81
mux2_4                60     64
buf_6                  1     51
clkdlybuf4s50_1        0     43
buf_2                  0     24
buf_16                 0      9
buf_12                 6      6
dlymetal6s2s_1         0      4
diode_2                0      1
buf_4                  0      1
## path summary, 6_finish.rpt
kind / cells after the start / slack (ns) / to / from
worst max-delay path: 5 / -0.21 / z[45] / s
worst min-delay path: 3 / 0.69 / z[40] / y[40]
## repair_timing
action	in CTS	in global routing
endpoints found under the setup margin	64	64
cloned	8	0
hold buffers	0	0
endpoints found under the hold margin	0	0
buffers inserted	12	1
resized	348	13
## final cells by class
type               instances  area [um^2]  area share [%]
well taps                 70        87.58           2.645
diodes                     1        2.502         0.07559
repair buffers           219         2260           68.25
multi-input cells         64        960.9           29.02
## power by group
group | switching, mW | internal, mW
combinational | 0.309 | 1.07
clock | 0 | 0.000000134
sequential | 0 | 0
## per-layer routing
metal	track usage (%)	vias up	part of all wire [%]
met5	0	-	0
met1	14.68	620	31
met3	6.704	0	12
li1	-	706	-
met4	0	0	0
met2	29.96	75	57
Power is estimated from default activity; no workload was simulated.
