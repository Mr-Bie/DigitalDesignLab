--- flow/design.v ---
module dec4_16 (x,en,y);
input [0:3]x;
input en;
output reg [15:0]y;
always @(x,en)
case(x)
	4'b0000: y = 16'b1111111111111110;
	4'b0001: y = 16'b1111111111111101;
	4'b0010: y = 16'b1111111111111011;
	4'b0011: y = 16'b1111111111110111;
	4'b0100: y = 16'b1111111111101111;
	4'b0101: y = 16'b1111111111011111;
	4'b0110: y = 16'b1111111110111111;
	4'b0111: y = 16'b1111111101111111;
	4'b1000: y = 16'b1111111011111111;
	4'b1001: y = 16'b1111110111111111;
	4'b1010: y = 16'b1111101111111111;
	4'b1011: y = 16'b1111011111111111;
	4'b1100: y = 16'b1110111111111111;
	4'b1101: y = 16'b1101111111111111;
	4'b1110: y = 16'b1011111111111111;
	default: y = 16'b0111111111111111;
endcase
endmodule
--- flow/run.sh ---
#!/bin/bash
# OpenROAD 26Q1-2900-gdf79404cd8, Yosys 0.63+post, stock flow scripts
make -C /OpenROAD-flow-scripts/flow DESIGN_CONFIG=/design/flow/config.mk WORK_HOME=/design/flow/orfs finish
--- flow/config.mk ---
export PLATFORM = sky130hd
export DESIGN_NAME = dec4_16
export DESIGN_NICKNAME = dec4_16
export VERILOG_FILES = /design/flow/design.v
export SDC_FILE = /design/flow/constraint.sdc
export NUM_CORES = 4
export LEC_CHECK = 1
export CORE_AREA = 10 10 70 70
export DIE_AREA = 0 0 80 80
export SYNTH_HDL_FRONTEND = slang
--- flow/constraint.sdc ---
current_design dec4_16

set clk_period 1.2
set clk_io_pct 0.2

create_clock -name clk0 -period $clk_period

set non_clock_inputs [all_inputs -no_clocks]
set_input_delay [expr $clk_period * $clk_io_pct] -clock clk0 $non_clock_inputs
set_output_delay [expr $clk_period * $clk_io_pct] -clock clk0 [all_outputs]
==> flow_summary.ini <==
; implementation run metrics
[finish]
syn2layout_area_growth_pct = 158
register_area_um2 = 0
clkbuf_count = 0
final_core_util_pct = 14.1
n_sequential_cell = 0
stdcell_area_um2 = 482
drive_gt1_share_pct = 43.2

[detailed_routing]
drt_wl_total_um = 1030
drc = 0
diodes = 0
drtPass1Iterations = 2
postRouteAntennaNets = 0
route.vias.total = 274
drt-wirelength-per-cell_um = 11.4
drtIter0Drc = 2
routed_via_density = 3.04

[placed_design]
place_area_um2 = 459
routabilityCongestion = 0.738
post-place-ws_ns = -0.754
post-dp-hpwl_um = 690
port_buffers = 20

[worst_setup_path]
critPathMaxFanout = 6
slowest_delay_ns = 0.53
slowest_stage = or4b_4
critical_path_class = input port to output port
cp.required_ns = 0.96
crit_path_start_kind = input port
arrival_ns = 1.00
end_kind = output port
crit_chain = buf_8, or4b_4, buf_6

[pwr]
seqPwrFrac_pct = 0
p_per_area_nw_per_um2 = 223
p_int_uw = 67.3
p_leak_uw = 0.000146
swShare_pct = 37.4
p_clk_share_pct = 0
ir_drop_uv = 38.8
p_comb_share_pct = 100.0
p_switching_uw = 40.2

[hold_path]
hold_depth = 3
hold_class = input port to output port
hold_end = y[2]
hp-start = x[0]

[synth]
area_leaders = nand4bb_1 (36%), nand4b_1 (19%), or4b_1 (16%), or4b_4 (7.4%), buf_6 (6.0%)
synth.top_cell.area_share_pct = 36.2
ys_cells = 20
synth_area_um2 = 186
syn_inst = 20
yosysWarnings = 0
ys_top_cells_by_count = nand4bb_1 (6), nand4b_1 (4), clkbuf_1 (3), or4b_1 (3)
syn_area_per_cell_um2 = 9.32
postSynthSeqShare_pct = 0
yosys_area_um2 = 186
top_cell = nand4bb_1
top_area_cell = nand4bb_1
ys_types = 8

[final_timing]
rsz0062_at_grt = true
hold_viol_final = 0
period_minus_slack_ns = 1.24
max_slew.worst_pin.slew_ns = 0.0922
layout_setup_ws_ns = -0.0358
fmax_mhz = 809
slew_violations = 0
final-setup-viol-count = 5
finalCritPeriodShare_pct = 103
slew_headroom_pct = 93.8

[job]
warnings = 35
maxCapViolations = 0

[floorplanning]
floorplan.core_util_pct = 5.46
die_h_um = 80
die-area_um2 = 6400
rows = 21
ios = 21
core_area_um2 = 3420
die-width_um = 80

[global_routing]
grt_pass1_wl_um = 1560
grt_max_degree = 12
track_usage_pct = 3.02
antenna_found_initial = 0
grt_pass1_vias = 280
overflow = 0

[run_status]
status = complete, but fails checks
violations = setup timing

[clock_network]
cts_setup_buffers = 0
## worst max-delay path: cells and delay by family
family | cells | cell delay, ns
buf+inv | 2 | 0.22
simple gates | 1 | 0.53
## stage by stage
stage / power (uW) / hold slack [ns] / instances / setup TNS (ns)
after CTS: 106 / 0.754 / 90 / -0.129
after global routing: 117 / 0.751 / 90 / -0.193
after detailed placement: 95.6 / 1.60 / 87 / -10.78
final: 107 / 0.733 / 90 / -0.0876
after global placement: 94.8 / 1.61 / 87 / -10.57
after floorplan: 33.6 / 0.525 / 20 / 0
## power groups by stage
stage                 clock network [uW]  logic (uW)  registers [uW]
after CTS                              0         106               0
after global routing                   0         117               0
final                                  0         107               0
## cell usage in the layout (no fill, tap or decap)
master / netlist / final
or4b_1: 3 / 3
nand4_1: 1 / 1
or4_4: 1 / 1
or4b_4: 1 / 1
buf_2: 0 / 5
nand4bb_1: 6 / 6
buf_4: 0 / 2
nand4b_1: 4 / 4
buf_6: 1 / 7
dlygate4sd2_1: 0 / 11
buf_8: 0 / 3
## routing by layer
metal | track usage, % | share of wire, % | vias up
li1 | - | - | 136
met1 | 5.14 | 59 | 118
met2 | 2.81 | 22 | 20
met3 | 2.05 | 19 | 0
met4 | 0 | 0 | 0
met5 | 0 | 0 | -
## logic make-up after synthesis
family                 share of synthesized area (%)
buffers and inverters                           12.1
and+or+nand+nor                                 87.9
## worst max path at each step
stage,from,cells past startpoint,end
CTS,x[2],3,y[4]
global route,x[1],3,y[8]
finish,x[0],3,y[4]
## final cells by class
cell class | count | area (um2)
Fill cell | 401 | 2930
Timing Repair Buffer | 28 | 260
Multi-Input combinational cell | 16 | 164
Tap cell | 46 | 57.6
## timing repair
action	CTS	global route
hold buffers	0	0
setup endpoints to repair	16	8
resized	57	3
endpoints found under the hold margin	0	0
pin swaps	4	3
gates cloned	3	0
No activity file was given, so power comes from the tool's default toggle rates.
